[config.mk]
export PLATFORM = sky130hd
export DESIGN_NAME = simpleExample
export DESIGN_NICKNAME = simpleExample
export VERILOG_FILES = /design/flow/design.v
export SDC_FILE = /design/flow/constraint.sdc
export NUM_CORES = 4
export LEC_CHECK = 1
export CORE_UTILIZATION = 50
[constraint.sdc]
current_design simpleExample

set clk_period 1.1
set clk_io_pct 0.2

create_clock -name clk0 -period $clk_period [get_ports {clk_i}]

set non_clock_inputs [all_inputs -no_clocks]
set_input_delay [expr $clk_period * $clk_io_pct] -clock clk0 $non_clock_inputs
set_output_delay [expr $clk_period * $clk_io_pct] -clock clk0 [all_outputs]
[design.v]
module a #(
        parameter integer TransAddrSize  = 32,   
        parameter integer AddrSize  = 32         
    )
    (
        input rst_i,                           
        input clk_i,                           
        input [AddrSize-1:0] addr_i,           
        output [TransAddrSize-1:0] taddr_o,    
        output rdy_o                           
    );
    reg [AddrSize-1:0] prev_addr_d;  
    reg prev_rst_d;                  
    reg [TransAddrSize-1:0] taddr_int;
    reg rdy_int;
    assign rdy_o = rdy_int; 
    assign taddr_o = taddr_int;
    always@(posedge clk_i) begin
        if(rst_i) begin
            prev_rst_d <= 1;
            prev_addr_d <= 0;
            rdy_int <= 0;
        end
        else if(prev_rst_d) begin
            prev_rst_d <= 0;
            prev_addr_d <= addr_i;
            taddr_int <= prev_addr_d & addr_i;
            rdy_int <= 0; 
        end
        else begin
            prev_addr_d <= addr_i;
            taddr_int <= prev_addr_d & addr_i;
            rdy_int <= 1; 
        end
    end
endmodule
module b #(
        parameter integer TransAddrSize  = 32,    
        parameter integer AddrSize  = 32          
    )
    (
        input rstn_i,                            
        input clk_i,                             
        input [AddrSize-1:0] addr_i,             
        input [TransAddrSize-1:0] taddr_i,            
        output [TransAddrSize-1:0] taddr_o,      
        output rdy_o                             
    );
    reg [TransAddrSize-1:0] taddr_int;
    reg rdy_int;
    assign rdy_o = rdy_int; 
    assign taddr_o = taddr_int;
    reg [AddrSize-1:0] prev_addr_d;  
    reg prev_rst_d;                  
    always@(posedge clk_i) begin
        if(!rstn_i) begin
            prev_rst_d <= 1;
            prev_addr_d <= 0;
            rdy_int <= 0;
        end
        else if(prev_rst_d) begin
            prev_rst_d <= 0;
            prev_addr_d <= taddr_i;
            taddr_int <= prev_addr_d | addr_i;
            rdy_int <= 0; 
        end
        else begin
            prev_addr_d <= taddr_i;
            taddr_int <= prev_addr_d | addr_i;
            rdy_int <= 1; 
        end
    end
endmodule
module c #(
        parameter integer n  = 2     
    )
    (
        input rst_i,     
        input clk_i,     
        output rdy_o     
    );
    reg rdy_int;
    assign rdy_o = rdy_int; 
    reg [n-1:0] value;
    always@(posedge clk_i) begin
        if(rst_i)
            value<=0;
        else begin
            value<=value+1;
            if({n{1'b0}} == ~value) 
                rdy_int<=1;
            else
                rdy_int<=0;
        end
    end 
endmodule
module d (
        input in1_i,
        input in2_i,
        input in3_i,
        output out_o
    );
    assign out_o = in1_i & in2_i & in3_i;
endmodule
module simpleExample#(
        parameter integer TransAddrSize  = 32, 
        parameter integer AddrSize  = 32         
    )
    (
        input                       clk_i,   
        input                       rst_i,   
        input   [AddrSize-1:0]      addr_i,  
        output  [TransAddrSize-1:0] taddr_o, 
        output                      rdy_o    
    );
    wire [TransAddrSize-1:0] taddr_a_b;   
    wire rdy_a_d;     
    wire rdy_b_d;     
    wire rdy_c_d;  
    a #(
        .TransAddrSize   (TransAddrSize),
        .AddrSize        (AddrSize)
    )
    inst_a(
        .rst_i    (rst_i),
        .clk_i    (clk_i),
        .addr_i   (addr_i),
        .taddr_o  (taddr_a_b),
        .rdy_o    (rdy_a_d)
    );
    b #(
        .TransAddrSize  (TransAddrSize),
        .AddrSize       (AddrSize)
    )
    inst_b(
        .rstn_i     (~rst_i),
        .clk_i      (clk_i),
        .addr_i     (addr_i),
        .taddr_i    (taddr_a_b),
        .taddr_o    (taddr_o),
        .rdy_o      (rdy_b_d)
    );
    c #(
        .n   (2)
    )
    inst_c(
        .rst_i  (rst_i),
        .clk_i  (clk_i),
        .rdy_o  (rdy_c_d)
    );
    d inst_d( 
        .in1_i(rdy_a_d),
        .in2_i(rdy_b_d),
        .in3_i(rdy_c_d),
        .out_o(rdy_o)
    );
endmodule
[run.sh]
#!/bin/bash
# OpenROAD 26Q1-2900-gdf79404cd8, Yosys 0.63+post, stock flow scripts
make -C /OpenROAD-flow-scripts/flow DESIGN_CONFIG=/design/flow/config.mk WORK_HOME=/design/flow/orfs finish
==> run summary <==
Routed vias -> 2209
First-pass GRT wire length -> 10200 um
Post-synthesis async set-or-reset flop share -> 0
Synth Seq Share -> 0.789
# Cells Yosys -> 274
Max VDD drop -> 1.05 mV
Dominant cell area share -> 0.465
Worst-path clk slew -> 0.05 ns
Number of logged tool warnings -> 29
CTS buffer count -> 17
Top cells by count -> 68 x dfxtp_1, 65 x edfxtp_1, 65 x nor2b_1
Mapped Area -> 4200 um2
Yosys warns -> 3
Top-count cell post-synth -> dfxtp_1
Startpoint types -> register
Mux cell area share -> 0
Outcome -> finished, violations left
Slew @ Worst Pin -> 0.322 ns
Xor+xnor area frac -> 0
GRT busiest layer -> met1
Die footprint -> 8770 um2
Routed len/inst -> 12.3 um
Max-Cap Viols -> 0
Ao+oa area frac -> 0
Met3 Usage GRT -> 0.0453
H-tree depth -> 4
Worst skew pair latency -> 0.51 ns
Hold_buf cts -> 0
FILL cells -> 593
Power density cells -> 2080 nW/um2
Core area -> 8180 um2
Die height -> 93.7 um
Final Wtd Congestion -> 0.754
Max Slew Vio Count -> 0
Top area cell types -> edfxtp_1 46%, dfxtp_1 32%, nor2b_1 9.7%, and2_1 4.9%, or2_2 4.8%
Post-route setup slack -> -0.228 ns
Violated checks -> negative setup slack
Max stage delay on crit path -> 0.36 ns
Critical path cell sequence -> and2_4 -> buf_6
Row cnt -> 33
CTS tree -> built
Simple-Gate Area Share -> 0.195
Number of DRC markers in iteration 0 -> 100
Placed insts -> 464
Sink Count -> 133
CTS max path bufs -> 2
Pin count of the biggest net entering global routing -> 69
# IOs -> 67
Syn Area/Cell -> 15.3 um2
Final hold violations -> 0
Finished Core Util -> 0.687
# port buffers -> 66
Grt met1 use -> 0.301
DRT Wirelength -> 6080 um
Ys flops -> 133
Critical Path AT -> 1.11 ns
Root Driver -> clkbuf_8
Area grow syn2layout -> 33.8%
Post-DRT Antenna Nets -> 0
Critical path type -> reg -> out
Critical path required time -> 0.88 ns
Netlist cell types -> 11
Layout Cells excl Fill -> 495
Grt ovf -> 0
Bufs and invs on worst path -> 1
Worst setup EP type -> output pin
Setup violators final -> 33
Layout cell share with drive strength beyond 1 -> 0.318
Synthesized instance count -> 274
Number of enable flip-flop cells -> 65
Logic family by area -> simple AND/OR/NAND/NOR gates
Post-synth area from yosys stat -> 4200 um2
Ant diodes -> 0
FMAX -> 0.753 GHz
P_leak -> 2.26 nW
Die width -> 93.7 um
Met2 usage in global routing -> 0.226
HP Class -> in -> reg
Area leader, netlist -> edfxtp_1
Crit-path leading delay family -> flip-flops
CP max FO -> 1
Main flop type -> dfxtp_1
Clock Skews -> 0.00574 ns
DR pass1 iterations -> 4
Vias in the first global route -> 2162
Adder share -> 0.00298
Vias/cell -> 4.46
Final Critical Period -> 1.33 ns
DRC errors left -> 0
Cycle use final -> 1.21
RSZ-0062 raised after global routing -> true
Relative slew slack -> 0.786
Fp_density -> 0.514
Antenna violations before repair -> 0
Detail Placement HPWL -> 3250 um
Critical-path top delay cell -> edfxtp_1
All-Layer GR Usage -> 0.164
## state kept, by name, summed over array words and instances, names as in the netlist
name                cells
inst_c.rdy_int          1
inst_c.value            2
inst_b.prev_addr_d     32
inst_b.taddr_int       32
inst_a.prev_addr_d     32
inst_a.taddr_int       32
inst_b.prev_rst_d       1
inst_b.rdy_int          1
## cells in the final DEF (no fill, tap or decap)
cell type        instances
clkdlybuf4s50_1         32
ha_1                     1
inv_6                    1
clkinvlp_4               4
and2_4                   1
or2_2                   32
clkbuf_8                 1
clkinv_4                 2
nor2_1                   2
buf_12                   3
buf_4                   23
bufinv_16                4
and2_1                  32
clkbuf_1                 1
buf_2                   33
nor2b_1                 65
buf_6                    1
clkbuf_16               16
edfxtp_1                65
dfxtp_1                 68
clkinv_2                 3
## metrics by stage
step	hold slack, ns	TNS [ns]	area, um2	power (W)	setup WS (ns)
6_report	0.178	-3.19	5620	0.0117	-0.228
3_3_place_gp	0.369	-4.33	5170	0.00621	-0.134
3_5_place_dp	0.386	-4.60	5170	0.00622	-0.137
5_1_grt	0.169	-4.86	5620	0.0121	-0.288
4_1_cts	0.154	-4.12	5610	0.0118	-0.273
2_1_floorplan	0.248	-34.39	4220	0.00583	-0.529
## logic make-up (layout without fill, tap and decap cells)
logic type    after synthesis  after routing
simple gates              132            132
buf+inv                     8            124
flops                     133            133
fa+ha+maj                   1              1
## path summary, 6_finish.rpt
kind / startpoint / to / slack, ns / depth (start not counted)
setup / recovery: inst_c.rdy_int / rdy_o / -0.23 / 2
hold / removal: rst_i / inst_b.prev_rst_d / 0.18 / 2
setup reg to reg: inst_b.prev_addr_d[5] / inst_b.taddr_int[5] / 0.27 / 1
hold reg to reg: inst_b.prev_rst_d / inst_b.rdy_int / 0.40 / 1
## power by group
part	leakage (nW)	internal (W)	switching, W	total [W]
Sequential	1.22	0.00546	0.0000494	0.00551
Combinational	0.752	0.000342	0.000201	0.000544
Clock	0.287	0.00366	0.00198	0.00564
Total	2.26	0.00946	0.00223	0.0117
## area by class of cell
class | instances | area [um2] | area share
sequential | 133 | 3310 | 0.590
multi-input combinational | 133 | 836 | 0.149
timing repair buffer | 92 | 729 | 0.130
clock buffer | 18 | 418 | 0.0744
clock inverter | 13 | 184 | 0.0327
tap | 105 | 131 | 0.0234
inverter | 1 | 7.51 | 0.00134
## layer usage
metal | vias to the layer above | wire (um) | part of all wire
met5 | - | 0 | 0
met4 | 0 | 87 | 0.014
met3 | 9 | 333 | 0.055
met2 | 50 | 2640 | 0.43
met1 | 1044 | 3020 | 0.50
li1 | 1106 | - | -
## what timing repair did
item / 4_1_cts / 5_1_grt
buffers inserted: 0 / 0
resized: 101 / 1
pin swaps: 1 / 1
setup endpoints to repair: 33 / 33
Power is estimated from default activity; no workload was simulated.
